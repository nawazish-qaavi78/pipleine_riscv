==> ./design.v <==
module PCSrc_Decoder (
	 input  		   Jump,
	 input 			Branch,
	 input 			PCSrc1,
    input  [2:0]  funct3,
    input  [3:0]  flags,
    output [1:0]  PCSrc
);
reg  PCSrc0; 
wire Zero, Carry, Sign , Overflow;
always@(*) begin
	if(Jump) PCSrc0 <= 1;
	else if(Branch)
		case(funct3)
			3'b000:  PCSrc0 <= Zero;
			3'b001:  PCSrc0 <= ~Zero;
			3'b100:	PCSrc0 <= (Sign != Overflow);
			3'b101:	PCSrc0 <= (Sign == Overflow);
			3'b110:	PCSrc0 <= Carry;
			3'b111:	PCSrc0 <= ~Carry;
			default: PCSrc0 <= 0;
		endcase
	else PCSrc0 <= 0;
end
assign {Zero, Sign, Carry, Overflow} = flags;
assign PCSrc = {PCSrc1, PCSrc0};
endmodule
==> ./run.sh <==
#!/bin/bash
# OpenROAD 26Q1-2900-gdf79404cd8, Yosys 0.63+post, stock flow scripts
make -C /OpenROAD-flow-scripts/flow DESIGN_CONFIG=/design/flow/config.mk WORK_HOME=/design/flow/orfs finish
==> ./config.mk <==
export PLATFORM = sky130hd
export DESIGN_NAME = PCSrc_Decoder
export DESIGN_NICKNAME = PCSrc_Decoder
export VERILOG_FILES = /design/flow/design.v
export SDC_FILE = /design/flow/constraint.sdc
export NUM_CORES = 4
export LEC_CHECK = 1
export CORE_AREA = 10 10 70 70
export DIE_AREA = 0 0 80 80
==> ./constraint.sdc <==
current_design PCSrc_Decoder

set clk_period 2.8
set clk_io_pct 0.2

create_clock -name clk0 -period $clk_period

set non_clock_inputs [all_inputs -no_clocks]
set_input_delay [expr $clk_period * $clk_io_pct] -clock clk0 $non_clock_inputs
set_output_delay [expr $clk_period * $clk_io_pct] -clock clk0 [all_outputs]
==> Flow_metrics.wiki <==
== Flow metrics ==
{| class="wikitable"
! Metric !! Value
|-
| Overall die area || 6400 µm²
|-
| Total GRT Usage || 1.57%
|-
| Weighted congestion at the end of routability-driven global placement || 0.628
|-
| Ao+oa area frac || 28.2%
|-
| Setup CP Type || in -> out
|-
| Sequential share of the synthesized area || 0%
|-
| Top comb family, area || AND-OR/OR-AND gates
|-
| Fraction of the mapped netlist area in simple logic gates || 28.2%
|-
| Detailed router's first-iteration violation count || 2
|-
| Average routed wire per standard cell || 7.94 µm
|-
| HPWL after detailed placement || 499 µm
|-
| Path class of the lowest-slack min-delay path || in -> out
|-
| Number of sequential cells in the layout || 0
|-
| Count of standard-cell rows || 21
|-
| Number of global-route vias before repair || 112
|-
| Adder-cell share of the synthesized area || 0%
|-
| Yosys warning tally || 1
|-
| Avg Synthesized Cell Area || 8.13 µm²
|-
| Total Routed Length || 532 µm
|-
| Area of the multi-input gates || 78.8 µm²
|-
| Total negative setup slack || 0 ns
|-
| Height of the die || 80 µm
|-
| Placed cell count || 67
|-
| CP Launch Type || input pin
|-
| Slew at the pin with the worst max-slew slack || 0.153 ns
|-
| I/O pin cnt || 12
|-
| Synthesized-area fraction occupied by xor and xnor cells || 24.4%
|-
| Layout Utilization || 7.22%
|-
| Highest achievable clock rate || 370 MHz
|-
| Worst endpoint data arrival time || 2.14 ns
|-
| Post-route insts no fill || 67
|-
| Pins over their slew limit || 0
|-
| Number of nets with antenna violations after detailed routing || 0
|-
| Vias post-DR || 115
|-
| Width of the die || 80 µm
|-
| Total grt overflow || 0
|-
| Critical-path cell list || clkdlybuf4s50_1 -> xor3_1 -> or3_1 -> a41o_1 -> dlygate4sd2_1
|-
| Number of inserted filler cells in the final layout || 409
|-
| Initial antenna violation count || 0
|-
| Total setup violations reported at the end of the flow || 0
|-
| Minimum clock period after layout || 2.70 ns
|-
| Hold buffers post-CTS || 0
|-
| DRC violation count after routing || 0
|-
| Period Utilization, post-route || 96.5%
|-
| Maximum number of pins on one net before global-route repair || 5
|-
| Warning total across the stage logs || 32
|-
| Leakage || 0.0000867 µW
|-
| RSZ-0062 raised after global routing || false
|-
| Kind of end point of the critical path || output port
|-
| Max FO, Critical Path || 1
|-
| Highest ir drop seen on vdd || 0.0141 mV
|-
| Run status || completed
|-
| Slew HR || 89.7%
|-
| Effective utilization at floorplan || 2.86%
|-
| Number of optimization iterations in the first detailed-route pass || 2
|-
| Register area || 0 µm²
|-
| Fraction of layout cells with a size suffix above 1 || 4.76%
|-
| Vias per std cell || 1.72
|-
| Power per cell area || 107 nW/µm²
|-
| Yosys chip area || 97.6 µm²
|-
| Share of cell area taken by muxes after synthesis || 0%
|-
| Critical path's largest stage delay || 0.47 ns
|-
| Post-synthesis cell area || 97.6 µm²
|-
| Max-cap violation count || 0
|-
| Endpoint required time on the critical path || 2.24 ns
|-
| Number of antenna repair diodes || 0
|-
| Cell count listed in synth_stat.txt || 12
|-
| CP max stage cell || sky130_fd_sc_hd__clkdlybuf4s50_1
|-
| Clock buffer count in the final layout || 0
|-
| Final count of hold timing violations || 0
|-
| Number of instances in the synthesized netlist || 12
|-
| Post-synthesis to final-layout area growth || 153%
|-
| Post-synth cell types || 11
|-
| Count of port buffers added during placement || 10
|-
| Core Footprint || 3420 µm²
|-
| First-pass GRT wire length || 724 µm
|}
==> cell usage after synthesis (all sizes together) <==
| cell | instances | area share [%] |
|---|---|---|
| o21ai | 1 | 5.1 |
| or3 | 1 | 6.4 |
| xor3 | 1 | 24 |
| a21oi | 1 | 5.1 |
| and2b | 1 | 7.7 |
| buf | 2 | 15 |
| o21bai | 1 | 7.7 |
| inv | 1 | 3.8 |
| nor3b | 1 | 7.7 |
| and2 | 1 | 6.4 |
| a41o | 1 | 10 |
==> metrics by stage <==
step                power, µW  cell area (µm²)  setup slack, ns  hold WS [ns]
floorplan                11.2             97.6            0.691          1.19
global placement         26.9              248           -0.160          1.12
detailed placement       27.5              248           -0.150          1.12
CTS                      27.0              246           0.0710          1.12
global route             29.1              246          0.00319          1.12
finish                   26.5              246           0.0968          1.12
==> metal layers <==
layer | track usage (%) | part of all wire [%] | vias to the layer above
met1 | 1.79 | 37 | 46
met2 | 2.09 | 39 | 9
met4 | 0 | 0 | 0
met5 | 0 | 0 | -
met3 | 1.70 | 23 | 0
li1 | - | - | 60
==> worst paths after layout <==
path | start | end | slack [ns] | depth (start not counted)
min | PCSrc1 | PCSrc[1] | 1.12 | 0
max | flags[2] | PCSrc[0] | 0.1 | 5
==> cells in the final DEF, fill, tap and decap left out <==
| cell type | n |
|---|---|
| sky130_fd_sc_hd__a21oi_1 | 1 |
| sky130_fd_sc_hd__a41o_1 | 1 |
| sky130_fd_sc_hd__and2_1 | 1 |
| sky130_fd_sc_hd__and2b_1 | 1 |
| sky130_fd_sc_hd__buf_4 | 1 |
| sky130_fd_sc_hd__clkdlybuf4s50_1 | 9 |
| sky130_fd_sc_hd__dlygate4sd2_1 | 1 |
| sky130_fd_sc_hd__inv_1 | 1 |
| sky130_fd_sc_hd__nor3b_1 | 1 |
| sky130_fd_sc_hd__o21ai_0 | 1 |
| sky130_fd_sc_hd__o21bai_1 | 1 |
| sky130_fd_sc_hd__or3_1 | 1 |
| sky130_fd_sc_hd__xor3_1 | 1 |
==> area by class of cell <==
cell class / count / share of cell area [%]
inverters: 1 / 1.52
repair buffers: 11 / 43.1
well taps: 46 / 23.4
multi-input cells: 9 / 32.0
==> timing repair <==
action                                 4_1_cts  5_1_grt
buffers inserted                             0        0
setup endpoints to repair                    1        0
endpoints found under the hold margin        0        0
gates resized                                1        0
==> power by group <==
part           leakage [µW]  total (µW)  switching, µW  internal [µW]
clock network             0           0              0              0
logic             0.0000867        26.5           6.45           20.0
registers                 0           0              0              0
==> logic make-up (layout without fill, tap and decap cells) <==
family,count (synthesis),in the layout
compound gates,4,4
simple gates,4,4
buf+inv,3,12
xor+xnor,1,1
==> worst max-delay path, delay by kind of cell <==
kind	cells	cell delay, ns
buffers and inverters	2	0.71
XOR/XNOR	1	0.38
AND/OR/NAND/NOR	1	0.31
AND-OR/OR-AND	1	0.18
Power figures rest on the tool's default switching activity, not on a simulated workload.
